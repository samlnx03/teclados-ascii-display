<file path="flow/design.v">
`timescale 1ns / 1ps
module keyboard(
	input wire clk, 
	input wire data,  
	output reg [7:0] k_scancode,   
	output reg [4:0] nible, 		 
	output reg valid_out
	);
	reg [7:0] data_curr;
	reg [7:0] data_pre;
	reg [3:0] b;
	reg flag;
	initial begin
		b<=4'h1;
		flag<=1'b0;
		valid_out<=0;
	end 
	always @(negedge clk) begin  
		case(b)
			1:; 		 
			2:data_curr[0]<=data;
			3:data_curr[1]<=data;
			4:data_curr[2]<=data;
			5:data_curr[3]<=data;
			6:data_curr[4]<=data;
			7:data_curr[5]<=data;
			8:data_curr[6]<=data;
			9:data_curr[7]<=data;
			10:flag<=1'b1;   
			11:flag<=1'b0;   
		endcase
		if(b<=10)
			b<=b+1;
		else if(b==11)
			b<=1;
	end 
	always@(posedge flag) begin  
		if(data_curr==8'hf0)	begin  
			k_scancode<=data_pre;		 
			valid_out<=1;
			end
		else begin
			data_pre<=data_curr;
			valid_out<=0;	 
			end
	end
	always @(posedge valid_out) begin
		nible[4]<=1'b0;
		case(k_scancode)
			8'h45:	nible[3:0]<=4'h0;
			8'h1b:	nible[3:0]<=4'h1;
			8'h1E:	nible[3:0]<=4'h2;
			8'h2b:	nible[3:0]<=4'h3;
			8'h25:	nible[3:0]<=4'h4;
			8'h2E:	nible[3:0]<=4'h5;
			8'h3b:	nible[3:0]<=4'h6;
			8'h3d:	nible[3:0]<=4'h7;
			8'h3E:	nible[3:0]<=4'h8;
			8'h4b:	nible[3:0]<=4'h9;
			8'h1C:	nible[3:0]<=4'hA;
			8'h32:	nible[3:0]<=4'hB;
			8'h21:	nible[3:0]<=4'hC;
			8'h22:	nible[3:0]<=4'hD;
			8'h24:	nible[3:0]<=4'hE;
			8'h26:	nible[3:0]<=4'hF;
			default: nible[4]<=1'b1;
		endcase
	end
endmodule
</file>
<file path="flow/run.sh">
#!/bin/bash
# OpenROAD 26Q1-2900-gdf79404cd8, Yosys 0.63+post, stock flow scripts
make -C /OpenROAD-flow-scripts/flow DESIGN_CONFIG=/design/flow/config.mk WORK_HOME=/design/flow/orfs finish
</file>
<file path="flow/config.mk">
export PLATFORM = sky130hd
export DESIGN_NAME = keyboard
export DESIGN_NICKNAME = keyboard
export VERILOG_FILES = /design/flow/design.v
export SDC_FILE = /design/flow/constraint.sdc
export NUM_CORES = 4
export LEC_CHECK = 1
export CORE_AREA = 10 10 106 106
export DIE_AREA = 0 0 116 116
</file>
<file path="flow/constraint.sdc">
current_design keyboard

set clk_period 2.3
set clk_io_pct 0.2

create_clock -name clk0 -period $clk_period [get_ports {clk}]

set non_clock_inputs [all_inputs -no_clocks]
set_input_delay [expr $clk_period * $clk_io_pct] -clock clk0 $non_clock_inputs
set_output_delay [expr $clk_period * $clk_io_pct] -clock clk0 [all_outputs]
</file>
==> flow_summary.json <==
{
  "timing_max_transition_violations_final": 0,
  "irDropWorstVdd_mv": 0.331,
  "total_i_o_pin_count": 16,
  "route.vias.total": 1049,
  "cts_made_buffers": 3,
  "flow.area_growth_from_synthesis_pct": 17.3,
  "setup.worst_path.start_class": "input pin",
  "grt_antenna_before_repair": 0,
  "pwr_density_cell_mw_per_mm2": 269,
  "cp_data_required_time_ps": 1150,
  "mux_area_share_pct": 0.583,
  "synth_seq_share_pct": 60.1,
  "fillCellCount": 938,
  "endpoint_kind": "flop",
  "worst_setup_hold_path_clk_slew_ps": 30,
  "post-dp-hpwl_um": 1910,
  "clock_latency_ps": 310,
  "timing.setup.critical_path_class": "input pin to flop",
  "synth_warnings": 1,
  "untimed_endpoints": 56,
  "routabilityCongestion": 0.813,
  "worst_ep_arrival_time_ps": 970,
  "critical-path-max-stage-delay_ps": 510,
  "drt.antenna.violating_nets": 0,
  "clk_root_buffer_cell": "sky130_fd_sc_hd__clkbuf_8",
  "worst_clock_skew_ps": 9.73,
  "grt_first_pass_wirelength_um": 4580,
  "tool_warnings": 41,
  "chip_area_mm2": 0.0135,
  "vias_in_the_first_global_route": 1031,
  "antenna-diode-count": 0,
  "post_synth_fa_ha_maj_area_fraction_pct": 2.92,
  "ao_oa_area_share_pct": 9.69,
  "crit_slowest_cell": "sky130_fd_sc_hd__clkdlybuf4s50_1",
  "routed_via_density": 3.94,
  "count_of_cells_resized_by_post_cts_repair": 0,
  "total_leakage_power_nw": 0.731,
  "final_cell_count_without_fillers": 266,
  "tritoncts": "built",
  "area.sequential_mm2": 0.00103,
  "yosys.area_share.xor_xnor_pct": 1.97,
  "core_util_floorplan_pct": 19.4,
  "synth_largest_type_area_fraction_pct": 57.7,
  "post_cts.repair.setup_buffers": 0,
  "synth.largest_area_cell": "sky130_fd_sc_hd__edfxtp_1",
  "port_buffers": 15,
  "hold_class": "flop to flop",
  "clk_path_buf_depth": 2,
  "yosys-top-cells-count": "sky130_fd_sc_hd__edfxtp_1, sky130_fd_sc_hd__nand2_1, sky130_fd_sc_hd__and2_1, sky130_fd_sc_hd__inv_1, sky130_fd_sc_hd__nor2_1",
  "critical_path.top_delay_family": "buffers and inverters",
  "wire_per_inst_um": 9.71,
  "synthFlopType": "sky130_fd_sc_hd__edfxtp_1",
  "synth_dominant_cell_count": "sky130_fd_sc_hd__edfxtp_1",
  "cts-hold-fix-buffers": 0,
  "rsz0062_at_grt": "false",
  "grt.total_usage_pct": 4.00,
  "die_span_in_y_um": 116,
  "die_width_um": 116,
  "area_leaders": "sky130_fd_sc_hd__edfxtp_1, sky130_fd_sc_hd__ha_1, sky130_fd_sc_hd__and2_1",
  "postSynthCellCount": 134,
  "synth-edff-count": 33,
  "post_synth_simple_gate_area_pct": 18.4,
  "unclocked_regs": 22,
  "drv.max_cap_violation_count": 0,
  "core_area_mm2": 0.00885,
  "async_flop_share_pct": 0,
  "worstPathBufferInverterCount": 1,
  "drc_errors": 0,
  "pin_count_of_the_biggest_net_entering_global_routing": 18,
  "ys_top_logic_family": "simple AND/OR/NAND/NOR gates",
  "ys.flops": 35,
  "grt_overflow_total": 0,
  "postRouteWirelength_um": 2580,
  "core.rowCount": 34,
  "worst_slew_pin_slew_ps": 516,
  "report.final.setup_viol": 0,
  "synth.yosys.chip_area_mm2": 0.00172,
  "placed_cells": 250,
  "synth.avg_cell_area_um2": 12.8,
  "max-slew-margin-rel_pct": 65.2,
  "synth_stat.cells": 134,
  "hold_viol": 0,
  "syn_area_mm2": 0.00172,
  "combGateArea_um2": 577,
  "layout-drive-gt1-share_pct": 5.70,
  "outcome": "finished, final reports clean",
  "drt-pass1-iter-count": 4,
  "worstPathCellList": "clkdlybuf4s50_1",
  "h-tree-depth": 1,
  "first_iteration_detailed_routing_drc_count": 55,
  "cp_max_fo": 8,
  "postLayoutCoreUtil_pct": 22.8,
  "synth.lib_cells_used.distinct": 47
}
[final timing paths]
check                           slack, ps  cells after the start           end  from
worst max-delay path                  180                      1  data_curr[7]  data
worst min-delay path                  630                      1          b[0]  b[0]
worst max register to register        630                      4          b[1]  b[0]
worst min register to register        630                      1          b[0]  b[0]
[metrics by stage]
step	cell area (um^2)	power, mW	setup slack [ps]	setup TNS (ps)	hold WS, ps
final	2010	0.543	185	0	633
after global routing	2010	0.585	166	0	669
after CTS	2010	0.553	183	0	634
after detailed placement	1920	0.304	-131	-1050	620
after global placement	1920	0.304	-120	-961	605
after floorplan	1720	0.301	448	0	579
[state kept, by name, indices dropped and copies added, names as in the netlist]
| name | cells |
|---|---|
| data_curr | 8 |
| data_pre | 8 |
| k_scancode | 8 |
| nible | 5 |
| b | 4 |
| flag | 1 |
| valid_out | 1 |
[kinds of logic (layout without fill, tap and decap cells)]
logic type	after synthesis	count (layout)
and+or+nand+nor	55	55
DFF	35	35
AOI/OAI and AO/OA	21	21
buffers and inverters	15	39
adders and majority gates	4	4
xor gates and xnor gates	3	3
muxes	1	1
[per-layer routing]
layer	vias up	wire, um	track usage (%)
met1	473	1300	5.87
met5	-	0	0
li1	539	-	-
met3	2	207	1.57
met2	35	1060	5.57
met4	0	10	0.667
[power breakdown]
| part | total (mW) | switching, mW | internal [mW] |
|---|---|---|---|
| registers | 0.261 | 0 | 0.261 |
| logic | 0.00300 | 0.00148 | 0.00151 |
| clock network | 0.278 | 0.130 | 0.148 |
[final cells by class]
cell class                 instances  area share (%)
tap                              108            6.71
timing repair buffer              15            7.45
multi-input combinational         84            28.6
clock inverter                    14            2.61
inverter                           7            1.37
clock buffer                       3            2.05
sequential                        35            51.2
[layout by cell type, fill, tap and decap left out, types with 2 or more instances in the layout]
master	instances
sky130_fd_sc_hd__nor2_1	7
sky130_fd_sc_hd__nand2_1	9
sky130_fd_sc_hd__o21ai_1	2
sky130_fd_sc_hd__nor3_1	5
sky130_fd_sc_hd__or2_1	2
sky130_fd_sc_hd__and2_1	7
sky130_fd_sc_hd__o31ai_1	2
sky130_fd_sc_hd__dfxtp_1	2
sky130_fd_sc_hd__nor4b_1	2
sky130_fd_sc_hd__clkdlybuf4s50_1	15
sky130_fd_sc_hd__a21oi_1	3
sky130_fd_sc_hd__nor2b_1	5
sky130_fd_sc_hd__and3_1	3
sky130_fd_sc_hd__edfxtp_1	33
sky130_fd_sc_hd__nand4_1	2
sky130_fd_sc_hd__o211ai_1	2
sky130_fd_sc_hd__clkbuf_8	3
sky130_fd_sc_hd__inv_1	20
sky130_fd_sc_hd__o21ai_0	2
sky130_fd_sc_hd__ha_1	4
sky130_fd_sc_hd__nand3_1	3
sky130_fd_sc_hd__nor3b_1	2
No activity file was given, so power comes from the tool's default toggle rates.
