$ cat ./config.mk
export PLATFORM = sky130hd
export DESIGN_NAME = keyb_scancode_disp
export DESIGN_NICKNAME = keyb_scancode_disp
export VERILOG_FILES = /design/flow/design.v
export SDC_FILE = /design/flow/constraint.sdc
export NUM_CORES = 4
export LEC_CHECK = 1
export CORE_UTILIZATION = 40
$ cat ./constraint.sdc
current_design keyb_scancode_disp

set clk_period 5.1
set clk_io_pct 0.2

create_clock -name clk0 -period $clk_period [get_ports {reloj}]

set non_clock_inputs [all_inputs -no_clocks]
set_input_delay [expr $clk_period * $clk_io_pct] -clock clk0 $non_clock_inputs
set_output_delay [expr $clk_period * $clk_io_pct] -clock clk0 [all_outputs]
$ cat ./design.v
`timescale 1ns / 1ps
module conv_hex_7seg(
    input [3:0] hex,
    output reg [7:0] sieteseg_a2g_dp
    );
	 always @(*) begin
		 case (hex)
					4'b0000: sieteseg_a2g_dp=8'b0000_0011;
					4'd1: sieteseg_a2g_dp=8'b1001_1111;
					4'd2: sieteseg_a2g_dp=8'b0010_0101;
					4'd3: sieteseg_a2g_dp=8'b0000_1101;
					4'd4: sieteseg_a2g_dp=8'b1001_1001;
					4'd5: sieteseg_a2g_dp=8'b0100_1001;
					4'd6: sieteseg_a2g_dp=8'b1100_0001;
					4'd7: sieteseg_a2g_dp=8'b0001_1111;
					4'd8: sieteseg_a2g_dp=8'b0000_0001;
					4'd9: sieteseg_a2g_dp=8'b0001_1001;
					4'ha: sieteseg_a2g_dp=8'b0001_0001;
					4'hb: sieteseg_a2g_dp=8'b1100_0001;
					4'hc: sieteseg_a2g_dp=8'b0110_0011;
					4'hd: sieteseg_a2g_dp=8'b1000_0101;
					4'he: sieteseg_a2g_dp=8'b0110_0001;
					4'hf: sieteseg_a2g_dp=8'b0111_0001;
					default: sieteseg_a2g_dp=8'hff;
		 endcase
    end
endmodule
`timescale 1ns / 1ps
module display4mux(
    input reset,
	 input reloj, load,
	 input [7:0] datai,
	 input [1:0] bufdestino,
    output reg [7:0] disp_7seg_a_g_dp,
	 output reg [3:0] anodos
    );
	reg[20:0] divisor;	 
	reg [7:0] buff[3:0];  
	reg [1:0] cero_tres=2'b00;
	always @(posedge reloj) begin
		divisor<=divisor+1;
	end
	assign anodosctrl={divisor[15],divisor[14]};	  
	always @(posedge reloj)
			disp_7seg_a_g_dp <= buff[anodosctrl];
	always @(*)
		case(anodosctrl)
			2'd0: anodos=4'b1110; 
			2'd1: anodos=4'b1101; 
			2'd2: anodos=4'b1011; 
			2'd3: anodos=4'b0111; 
			default: anodos=4'b1111;
		endcase
	always @(posedge reloj) begin
		if(reset | (|cero_tres)) begin
			buff[cero_tres]<=8'b11111110;
			cero_tres<=cero_tres+1;
		end
		else if(load) 
			buff[bufdestino] <= datai;
	end
endmodule
`timescale 1ns / 1ps
module keyb_scancode_disp(
	input reset,	 
	input reloj,	 
	input [7:0] scancode, valid_scan_code,
	output [7:0] disp_7seg_a_g_dp,   
	output [3:0] anodos					 
    );
	 reg load=1'b0; 			 
	 reg state=2'b00;			 
	 reg [3:0] nible;			 
	 reg [1:0] bufdestino =2'b00;  
	 wire [7:0] sevenSegAGdp;
	 always@(posedge reloj) begin
		if(reset) begin
			state<=2'b00;
			load<=1'b0;
		end
		else if(valid_scan_code) begin
			case (state)
			2'b00: begin
				nible<=scancode[3:0];
				bufdestino<=2'b00;
				load<=1'b1;
				state<=2'b01;
				end
			2'b01: begin
				nible<=scancode[7:4];
				bufdestino<=2'b01;
				load<=1;
				state<=2'b10;
				end
			default: begin
					load<=1'b0;
			end
			endcase
		end
		else begin
			state<=2'b00;
			load<=1'b0;
		end
	 end
	 conv_hex_7seg h7s(nible, sevenSegAGdp);
	 display4mux display(reset, reloj, load, sevenSegAGdp, bufdestino, disp_7seg_a_g_dp, anodos);
endmodule
$ cat ./run.sh
#!/bin/bash
# OpenROAD 26Q1-2900-gdf79404cd8, Yosys 0.63+post, stock flow scripts
make -C /OpenROAD-flow-scripts/flow DESIGN_CONFIG=/design/flow/config.mk WORK_HOME=/design/flow/orfs finish
==> metrics.csv <==
metric,value,unit
worstHoldEndpoint,display.divisor[0]$_DFF_P_,
die_h,77.6,µm
synthTopLogicFamily,simple AND/OR/NAND/NOR gates,
p_comb_share,17.3,%
worstPathMaxFanout,22,
vias,1387,
leakagePower,0.983,nW
clock_latency,0.30,ns
antenna_found_initial,0,
hold_violations,0,
yosysTopAreaCell,edfxtp_1,
synth_flop_count,55,
floorplanUtilization,41.5,%
netlist_area,2280,µm²
top_cell_area_share,30.2,%
warning_count,29,
ys_cells,189,
gp_congestion,0.831,
ys_sh_simple,11.7,%
finalClockPeriodUsage,62.1,%
gr-usage-all-layers,12.1,%
antenna_cells,0,
setup_viol,0,
synthArstFlopShare,0,%
status,"complete, no violations",
drtPass1Iterations,4,
synthFlopType,dfxtp_1,
num_rows,27,
clk_pin_slew,0.10,ns
grt_max_degree,23,
rrSetupSlack,2.80,ns
hp-start,display.divisor[0]$_DFF_P_,
drt_iter0_markers,52,
ys_sh_xor,4.98,%
numClockSinks,55,
ys_top_cells_by_count,"32 x dfxtp_1, 23 x edfxtp_1, 14 x nand2_1",
max-vdd-ir-drop,0.141,mV
p_sw_share,25.4,%
avgRoutedWirePerCell,11.2,µm
cts_tree,done,
mux_area_share,9.69,%
portBuffers,27,
critPathRequiredTime,5.31,ns
fin_skew,0.00767,ns
drtAntennaViolNets,0,
yosysWarningCount,4,
min_path_cells,1,
post_cts_resized,0,
yosysMostFrequentCell,dfxtp_1,
timing.hold.ws,0.422,ns
aoi_share,7.23,%
adder_share,3.83,%
drive_gt1_share,16.7,%
total_power,0.957,mW
p_int,0.714,mW
critPathLaunch,valid_scan_code[1],
drt_drc_violations_left,0,
rsz0062_at_grt,false,
hold_path_class,flop to flop,
fmax,316,MHz
ff2ff_path_depth,7,
syn_avg_cell_area,12.1,µm²
yosys.stat.seqShare,58.3,%
core_area,5510,µm²
min_period,3.17,ns
chipWidth,77.6,µm
edf_count,23,
drt-total-wl,3.29,mm
ys_types,38,
p_per_area,352,nW/µm²
cts_buffers,5,
critPathKind,input port to flop,
grt_overflow,0,
drv_cap,0,
htreeDepth,2,
switchingPower,0.243,mW
arrival,3.38,ns
fin_area,2720,µm²
cts_hold_buffers,0,
final_max_slew_viol_count,0,
p_seq_share,57.5,%
dp_hpwl,2.35,mm
first_global_vias,1258,
syn2layout_area_growth,18.9,%
timing.rr.end,display.datai[4]$_DFF_P_,
clockRootBuffer,clkbuf_8,
clk_path_buf_depth,2,
grt_pass1_wl,5.73,mm
topCellsByArea,"edfxtp_1 30%, dfxtp_1 28%, mux2_2 6.4%",
dpl-instance-area,2630,µm²
setup_tns,0,ns
cp-start-kind,input port,
yosys-stat-area,2280,µm²
final_core_utilization,49.4,%
via_per_inst,4.73,
r2r-start,state$_SDFF_PP0_,
clkPwrFrac,25.2,%
fillers,501,
netlist_instances,189,
chipArea,6020,µm²
end_kind,flop,
cts_setup_buffers,0,
pin_count,30,
-- worst max path at each step --
stage / cells past startpoint / endpoint
4_1_cts: 10 / display.datai[4]$_DFF_P_
5_1_grt: 10 / display.datai[4]$_DFF_P_
6_report: 10 / display.datai[4]$_DFF_P_
-- cell families (layout without fill, tap and decap cells) --
family | after synthesis | in the layout
DFF | 55 | 55
and+or+nand+nor | 50 | 50
AOI/OAI and AO/OA | 23 | 23
muxes | 20 | 20
buffers and inverters | 20 | 51
xor gates and xnor gates | 13 | 13
adders and majority gates | 7 | 7
other | 1 | 2
-- critical path: stages --
cell and delay (ns):
clkdlybuf4s50_1 0.41, nor4_2 0.35, a21oi_2 0.09, buf_4 0.22, mux2_2 0.33, inv_1 0.13
ha_1 0.31, a21oi_1 0.19, a221oi_2 0.08, a311oi_1 0.25
-- state kept, by name, summed over array words and instances, names as in the netlist --
name,cells
load,1
bufdestino,1
display.divisor,15
display.cero_tres,2
nible,4
display.disp_7seg_a_g_dp,8
state,1
display.datai,7
display.buff,16
-- layout by cell type (no fill, tap or decap), types with 3 or more instances in the layout --
cell type        Yosys  routed
nand2_1             14      14
mux2_2              13      13
xnor2_1              8       8
nand3_1              6       6
nor2b_1              3       3
clkbuf_8             0       5
o21ai_0              4       4
a211oi_1             3       3
edfxtp_1            23      23
o22ai_1              3       3
ha_1                 7       7
xor2_1               5       5
or2_2                8       8
buf_4                3       3
inv_1               13      13
a21oi_1              3       3
clkdlybuf4s50_1      0      27
dfxtp_1             32      32
nor2_1               7       7
and3_1               3       3
mux2i_1              6       6
-- power groups by stage --
stage / registers [mW] / logic, mW / clock network, mW
4_1_cts: 0.551 / 0.168 / 0.256
5_1_grt: 0.555 / 0.184 / 0.269
6_report: 0.550 / 0.166 / 0.241
-- per-layer routing --
metal / vias up / GRT usage [%] / part of all wire (%)
met1: 632 / 20.2 / 51
met5: - / 0 / 0
li1: 716 / - / -
met3: 5 / 2.03 / 4.0
met4: 0 / 1.89 / 1.4
met2: 34 / 17.8 / 44
-- cell type report --
cell class | instances | area (µm²) | area share (%)
clock buffer | 5 | 68.8 | 2.53
clock inverter | 3 | 23.8 | 0.875
inverter | 13 | 48.8 | 1.80
multi-input combinational | 115 | 862 | 31.7
sequential | 55 | 1330 | 49.0
tap | 72 | 90.1 | 3.31
timing repair buffer | 30 | 293 | 10.8
-- stage by stage --
stage	cells	worst slack, ns
after detailed placement	285	1.61
final	293	1.93
after floorplan	190	2.32
after global placement	285	1.66
after global routing	293	1.82
after CTS	293	1.93
Power is estimated from default activity; no workload was simulated.
